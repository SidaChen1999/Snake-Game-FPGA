### run.sh
#!/bin/bash
# OpenROAD 26Q1-2900-gdf79404cd8, Yosys 0.63+post, stock flow scripts
make -C /OpenROAD-flow-scripts/flow DESIGN_CONFIG=/design/flow/config.mk WORK_HOME=/design/flow/orfs finish
### config.mk
export PLATFORM = sky130hd
export DESIGN_NAME = control
export DESIGN_NICKNAME = control
export VERILOG_FILES = /design/flow/design.v
export SDC_FILE = /design/flow/constraint.sdc
export NUM_CORES = 4
export LEC_CHECK = 1
export CORE_AREA = 10 10 72 72
export DIE_AREA = 0 0 82 82
### constraint.sdc
current_design control

set clk_period 2.2
set clk_io_pct 0.2

create_clock -name clk0 -period $clk_period [get_ports {clk}]

set non_clock_inputs [all_inputs -no_clocks]
set_input_delay [expr $clk_period * $clk_io_pct] -clock clk0 $non_clock_inputs
set_output_delay [expr $clk_period * $clk_io_pct] -clock clk0 [all_outputs]
### design.v
`timescale 1ns / 1ps
module control(
    input wire [3:0] sw,   
    input wire clk,
    input wire move_clk,
    input wire rst,
    output wire start_signal,
    output wire [1:0]out     
);
reg[1:0] data;
reg[1:0] current;
reg start;
assign out = data;
assign start_signal = start;
initial
begin
    data <= 2'b00;
    current <= 2'b00;
    start <= 0;
end
reg sw_buff [7:0];
always @(posedge clk)
begin
    sw_buff [7] <= sw_buff [6];
    sw_buff [5] <= sw_buff [4];
    sw_buff [3] <= sw_buff [2];
    sw_buff [1] <= sw_buff [0];
    sw_buff [6] <= sw [3]; 
    sw_buff [4] <= sw [2];
    sw_buff [2] <= sw [1];
    sw_buff [0] <= sw [0];
    if (rst)
    begin
        data <= 2'b00;
        current <= 2'b00;
        start <= 0;
    end
    else  if (move_clk)
        current <= data;
    else
    begin
    case (current)
    2'b00:               
    begin
        if (sw_buff [4] && ~sw_buff [5])
        begin
            start <= 1;
            data <= 2'b10; 
        end
        else if(sw_buff [6] && ~sw_buff [7])
        begin
            start <= 1;
            data <= 2'b11; 
        end
        else
        begin
            current <= current;
            data <= data;
        end
    end
    2'b01:   
    begin
        if (sw_buff [4] && ~sw_buff [5])
        begin
            start <= 1;
            data <= 2'b10; 
        end
        else if(sw_buff [6] && ~sw_buff [7])
        begin
            start <= 1;
            data <= 2'b11; 
        end
        else
        begin
            current <= current;
            data <= data;
        end
    end
    2'b10: 
    begin
        if (sw_buff [0] && ~sw_buff [1])
        begin
            start <= 1;
            data <= 2'b00; 
        end
        else if(sw_buff [2] && ~sw_buff [3])
        begin
            start <= 1;
            data <= 2'b01; 
        end
        else
        begin
            current <= current;
            data <= data;
        end
    end
    2'b11: 
    begin
        if (sw_buff [0] && ~sw_buff [1])
        begin
            start <= 1;
            data <= 2'b00; 
        end
        else if(sw_buff [2] && ~sw_buff [3])
        begin
            start <= 1;
            data <= 2'b01; 
        end
        else
        begin
            current <= current;
            data <= data;
        end
    end
    endcase
    end
end
endmodule
==> flow_summary.yaml <==
# yosys + openroad results
status:
  status: "finished, final reports clean"
worst_setup_path:
  worst_path_max_delay_cell: "clkdlybuf4s50_1"
  criticalPathCategory: "reg -> out"
  cp-start-kind: "register"
  cpPeakStageDelay_ps: 490
  cpLargestDelayFamily: "buffers and inverters"
  required_ps: 1760
  cp.arrival_ps: 1090
  path_max_fanout: 3
  path_cells: "clkdlybuf4s50_1"
  setup.worst_path.end_class: "primary output"
  path_buffers: 1
logic_synthesis:
  ys_cells: 32
  synth-edff-count: 0
  top_cell: "dfxtp_1"
  synthArstFlopShare: 0
  ys_types: 15
  synth_flop_count: 12
  synth_area_um2: 364
  yosys_warnings: 2
  largest_area_cell: "dfxtp_1"
  top_area_frac: 0.660
  ff_type: "dfxtp_1"
  area_leaders: "dfxtp_1 66%, a21oi_1 4.1%, nand2b_4 3.8%"
  postSynthSeqShare: 0.660
  ys_area_um2: 364
  ys_top_cells_by_count: "12 x dfxtp_1, 3 x a21oi_1, 3 x inv_1"
  synth_area_per_cell_um2: 11.4
  synthCells: 32
cells_and_area:
  final_util: 0.154
  drive_gt1_frac: 0.111
  logic_area_um2: 113
  nFillCells: 422
  design_area_um2: 569
  area_growth_pct: 56.4
  seq_area_um2: 240
pwr:
  p_per_area_nw_per_um2: 888
  total_power_mw: 0.506
  leakage_nw: 0.203
  peakVddDrop_mv: 0.331
floorplanning:
  die_area_um2: 6720
  die_y_um: 82
  die_w_um: 82
  fp_util: 0.0987
  ios: 10
  core-area_um2: 3690
  num_rows: 22
global_route:
  grtUsageMet2: 0.0353
  antenna_found_initial: 0
  first_global_vias: 270
  top_usage_layer: "met2"
  grt.overflow.total: 0
  globalRouteTotalUtil: 0.0213
  met3_usage: 0.0165
  grt_pass1_wl_um: 1110
  grt_use_met1: 0.0212
  grt_max_degree: 8
final_timing:
  finalCriticalPeriod_ps: 1530
  fmax_mhz: 652
  clock_skew_ps: 4.33
  setup_slack_ps: 666
  rsz0062_at_grt: "false"
  drv_slew: 0
  tns_ps: 0
  slew_headroom: 0.845
  finalSetupViolCount: 0
  hold_viol: 0
  worst_pin_slew_ps: 231
  finalCritPeriodShare: 0.697
placed_design:
  place_congestion: 0.677
  placed_area_um2: 514
  dpl_worst_slack_ps: 596
  io_buffers: 9
detailed_routing:
  antennaDiodeCount: 0
  wirelength_um: 693
  first_pass_iters: 4
  drt_iter0_markers: 3
  post_drt_wl_per_cell_um: 7.45
  via_per_inst: 2.78
  dr_total_vias: 259
  drc: 0
  ant_nets: 0
clock_network:
  ctsResizeCount: 0
  insertion_delay_ps: 240
  clockRootBuffer: "clkbuf_8"
  postCtsSetupRepairBufs: 0
  cts_sinks: 12
  cts.clk_slew.worst_paths_ps: 50
  cts_tree: "done"
  numCtsBuffers: 3
  cts_buffer_depth: 2
  htreeDepth: 1
  hold_buffers: 0
flow_run:
  warnings: 25
  max_cap_viol_count: 0
worst_hold_path:
  hold_path.class: "reg -> reg"
## report_power, final
part           switching, mW  total [mW]  leakage [nW]  internal, mW
Combinational        0.00997      0.0343        0.0735        0.0243
Clock                 0.0760       0.234        0.0288         0.158
Sequential           0.00687       0.238         0.100         0.231
Total                 0.0929       0.506         0.203         0.413
## layer usage
layer,up-vias,share of wire
li1,133,-
met1,115,0.43
met2,9,0.44
met3,2,0.11
met4,0,0.017
met5,-,0
## registers in the layout, summed over array words and instances (netlist names)
name / flops
data: 2
sw_buff: 8
start: 1
current: 1
## path summary, 6_finish.rpt
kind                   start         end  slack (ps)  depth (start not counted)
hold / removal    sw_buff[6]  sw_buff[7]         350                          0
hold reg to reg   sw_buff[6]  sw_buff[7]         350                          0
setup / recovery     data[1]      out[1]         670                          1
setup reg to reg  current[1]     data[0]        1160                          3
## cell type report
class | count | share of cell area
clock buffer | 4 | 0.0967
inverter | 3 | 0.0198
multi-input combinational | 17 | 0.198
sequential | 12 | 0.422
tap | 48 | 0.105
timing repair buffer | 9 | 0.158
## cells by family after synthesis
kind of cell,Yosys count,share of synthesized area
simple gates,9,0.172
buf+inv,3,0.0309
compound gates,8,0.137
flops,12,0.660
## cells in the final DEF, fill, tap and decap left out
cell type	instances
a311oi_1	1
nand2b_4	1
nand3b_1	1
nand2b_1	2
a31oi_1	1
clkdlybuf4s50_1	9
o21ai_1	1
a21o_1	1
nand2_1	1
or3b_1	1
a21oi_1	3
a211oi_1	1
clkbuf_8	4
dfxtp_1	12
inv_1	3
nor2b_1	2
nor2_1	1
## stage by stage
| stage | hold WS, ps | std cells |
|---|---|---|
| 6_report | 351 | 93 |
| 5_1_grt | 359 | 93 |
| 4_1_cts | 355 | 93 |
| 3_5_place_dp | 345 | 89 |
| 3_3_place_gp | 333 | 89 |
| 2_1_floorplan | 324 | 32 |
Power figures rest on the tool's default switching activity, not on a simulated workload.
