### run.sh
#!/bin/bash
# OpenROAD 26Q1-2900-gdf79404cd8, Yosys 0.63+post, stock flow scripts
make -C /OpenROAD-flow-scripts/flow DESIGN_CONFIG=/design/flow/config.mk WORK_HOME=/design/flow/orfs finish
### design.v
`timescale 1ns / 1ps
module RNG  
(
    input clk,
    output  reg[3:0] rnd 
);
reg [8:0] rand_num;
initial 
begin
    rand_num <= 9'd132;
end
always@(posedge clk)
        begin
            rand_num[0] <= rand_num[8];
            rand_num[1] <= rand_num[0];
            rand_num[2] <= rand_num[1];
            rand_num[3] <= rand_num[2];
            rand_num[4] <= rand_num[3]^rand_num[8];
            rand_num[5] <= rand_num[4]^rand_num[8];
            rand_num[6] <= rand_num[5]^rand_num[8];
            rand_num[7] <= rand_num[6];
            rand_num[8] <= rand_num[7];
            rnd = (rand_num % 14) + 1;
        end
endmodule
### config.mk
export PLATFORM = sky130hd
export DESIGN_NAME = RNG
export DESIGN_NICKNAME = RNG
export VERILOG_FILES = /design/flow/design.v
export SDC_FILE = /design/flow/constraint.sdc
export NUM_CORES = 4
export LEC_CHECK = 1
export CORE_AREA = 10 10 72 72
export DIE_AREA = 0 0 82 82
### constraint.sdc
current_design RNG

set clk_period 3.7
set clk_io_pct 0.2

create_clock -name clk0 -period $clk_period [get_ports {clk}]

set non_clock_inputs [all_inputs -no_clocks]
set_input_delay [expr $clk_period * $clk_io_pct] -clock clk0 $non_clock_inputs
set_output_delay [expr $clk_period * $clk_io_pct] -clock clk0 [all_outputs]
==> flow_summary.json <==
{
  "syn-cell-area_um2": 1050,
  "areaGrowthSynthToFinish_pct": 16.1,
  "place.gp.congestion": 0.843,
  "ys_sh_mux_pct": 1.91,
  "flop_cell": "dfxtp_1",
  "ys_cells": 123,
  "ys_top_logic_family": "AND-OR/OR-AND gates",
  "die-height_um": 82,
  "reg2reg_from": "rand_num[6]",
  "slew_headroom_pct": 60.6,
  "arrival_ns": 3.60,
  "tool_warnings": 25,
  "setup_viol": 0,
  "n_antenna_cell": 0,
  "clock.fmax_mhz": 288,
  "floorplan.core_util_pct": 28.4,
  "postRouteAntennaNets": 0,
  "num_io_pins": 5,
  "min_path_type": "reg2reg",
  "worst_pin_slew_ns": 0.591,
  "insertion_delay_ns": 0.24,
  "postPlaceCellArea_um2": 1160,
  "critPathKind": "reg2reg",
  "yosysTopAreaCell": "dfxtp_1",
  "grt_overflow": 0,
  "finalClockPeriodUsage_pct": 93.7,
  "p_per_area_nw_per_um2": 216,
  "status": "finished clean",
  "edf_count": 0,
  "async_flop_share_pct": 0,
  "wl_um": 2240,
  "hold_buffers": 0,
  "first_iter_violations": 59,
  "leakage_nw": 0.465,
  "synth_cell_types": 53,
  "startpoint_type": "register",
  "fill_cells": 388,
  "io_buffers": 4,
  "num_rows": 22,
  "vias_per_cell": 5.16,
  "worstPathMaxFanout": 6,
  "cts_root_buf": "clkbuf_8",
  "die_x_um": 82,
  "post_drt_wl_per_cell_um": 12.2,
  "simple_gate_area_share_pct": 22.4,
  "hp-start": "rand_num[0]",
  "ys_chip_area_um2": 1050,
  "top_cells_by_count": "dfxtp_1, nand2_1, inv_1",
  "grtUsageTotal_pct": 6.97,
  "finClkSkew_ns": 0.00300,
  "final_cell_area_um2": 1220,
  "worst_ep_required_time_ns": 3.83,
  "ys_sh_aoi_pct": 32.1,
  "final_max_slew_viol_count": 0,
  "yosysMostFrequentCell": "dfxtp_1",
  "cts_tree": "built",
  "coreArea_um2": 3690,
  "yosysSeqAreaShare_pct": 24.8,
  "grt_pass1_wl_um": 3900,
  "clk_pin_slew_worst_paths_ns": 0.05,
  "antenna_found_initial": 0,
  "cts_sinks": 13,
  "dp_worst_setup_slack_ns": 0.282,
  "top_area_share_pct": 24.8,
  "h-tree-depth": 1,
  "grt_pass1_vias": 819,
  "dieArea_um2": 6720,
  "ir_drop_v": 0.000182,
  "fin_crit_ns": 3.47,
  "maxCapViolations": 0,
  "ys_sh_adder_pct": 3.58,
  "drc": 0,
  "ys_warn_count": 1,
  "synth_flops": 13,
  "netlist_instances": 123,
  "worstSetupEndpointType": "register",
  "timing.final.ws_setup_ns": 0.233,
  "cts_made_buffers": 3,
  "drt-pass1-iter-count": 4,
  "vias": 945,
  "grt_max_degree": 19,
  "timing.hold.ws_ns": 0.414,
  "ys_top_cells_by_area": "dfxtp_1, buf_6, o211ai_1, nand2_1, ha_1",
  "crit_start": "rand_num[6]",
  "clock_path_buffers": 2,
  "dp_hpwl_um": 1660,
  "synth_area_per_cell_um2": 8.52,
  "xor_share_pct": 5.01,
  "finalHoldViolations": 0,
  "drive_gt1_share_pct": 20.7
}
==> sequential cells by signal, indices dropped and copies added (netlist names) <==
| register | count |
|---|---|
| rand_num | 9 |
| rnd | 4 |
==> worst paths after layout <==
kind,to,slack [ns],cells after the start
max,rnd[2],0.23,17
min,rand_num[1],0.41,0
max reg2reg,rnd[2],0.23,17
min reg2reg,rand_num[1],0.41,0
==> repair_timing <==
item	4_1_cts	5_1_grt
gates resized	0	3
setup buffers	0	0
endpoints found under the setup margin	0	2
==> cells in the final DEF, fill, tap and decap left out, drive strengths merged, types with 3 or more instances in the layout <==
master         count
inv                8
and2b              3
clkbuf             4
clkdlybuf4s50      4
xor2               4
o21ai              3
a21oi              5
o211ai             6
o22ai              3
ha                 3
nor2               5
dfxtp             13
nand2             11
and3               5
buf               12
nand3b             4
==> stage by stage <==
step	instances	util [%]	total power (W)	setup TNS, ns
floorplan	123	-	0.000143	0
global placement	179	31.5	0.000143	0
detailed placement	179	31.5	0.000143	0
CTS	183	32.7	0.000268	0
global route	183	33.0	0.000274	-0.00648
finish	183	33.0	0.000263	0
==> power breakdown <==
group | total [W] | switching, W | internal, W
Sequential | 0.000140 | 0 | 0.000140
Combinational | 0.000000000337 | 0 | 0
Clock | 0.000123 | 0.0000474 | 0.0000759
==> layer usage <==
metal  vias to the layer above  part of all wire (%)  routed length (µm)  GRT usage [%]
li1                        493                     -                   -              -
met1                       433                    53                1180           10.8
met2                        17                    43                 960           9.95
met3                         2                   3.6                  80           1.21
met4                         0                  0.85                  19           1.19
met5                         -                     0                   0              0
==> cell type report <==
cell class / instances / area, µm² / share of cell area, %
Sequential cell: 13 / 260 / 21.4
Inverter: 8 / 30.0 / 2.47
Multi-Input combinational cell: 94 / 692 / 56.8
Timing Repair Buffer: 16 / 130 / 10.7
Clock buffer: 4 / 45.0 / 3.70
Tap cell: 48 / 60.1 / 4.93
==> critical path, stage by stage, from the launching register on <==
cell and delay (ns):
dfxtp_1 0.31, nand2_1 0.08, inv_1 0.08, ha_1 0.21, buf_4 0.15, and3b_1 0.16, a222oi_1 0.40, buf_4 0.21
o211ai_1 0.13, nor2b_1 0.20, a221o_1 0.28, a32o_1 0.26, nor2_2 0.13, xnor2_1 0.14, ha_1 0.23, and2b_1 0.19
o22ai_1 0.13, nand2_1 0.06
==> kinds of logic (layout without fill, tap and decap cells) <==
| logic type | after synthesis | after routing |
|---|---|---|
| simple gates | 40 | 40 |
| fa+ha+maj | 3 | 3 |
| flops | 13 | 13 |
| mux | 2 | 2 |
| buf+inv | 16 | 28 |
| compound gates | 43 | 43 |
| xor+xnor | 6 | 6 |
Power and IR drop assume default switching activity.
