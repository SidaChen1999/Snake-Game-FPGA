==> flow/design.v <==
`timescale 1ns / 1ps
module sram #(parameter ADDR_WIDTH=8, DATA_WIDTH=8, DEPTH=256, MEMFILE="") (
    input wire i_clk,
    input wire [ADDR_WIDTH-1:0] i_addr, 
    input wire i_write,                  
    input wire [DATA_WIDTH-1:0] i_data,
    input wire rst,
    output reg [DATA_WIDTH-1:0] o_data 
    );
    reg [DATA_WIDTH-1:0] memory_array [0:DEPTH-1]; 
    initial begin
        if (MEMFILE > 0)
        begin
            $display("Loading memory init file '" + MEMFILE + "' into array.");
            $readmemh(MEMFILE, memory_array);
        end
    end
    always @ (posedge i_clk)
    begin
        if(i_write) begin
            memory_array[i_addr] <= i_data;
        end
        else begin
            o_data <= memory_array[i_addr];
        end     
    end
endmodule
==> flow/run.sh <==
#!/bin/bash
# OpenROAD 26Q1-2900-gdf79404cd8, Yosys 0.63+post, stock flow scripts
make -C /OpenROAD-flow-scripts/flow DESIGN_CONFIG=/design/flow/config.mk WORK_HOME=/design/flow/orfs finish
==> flow/constraint.sdc <==
current_design sram

set clk_period 11.1
set clk_io_pct 0.2

create_clock -name clk0 -period $clk_period [get_ports {i_clk}]

set non_clock_inputs [all_inputs -no_clocks]
set_input_delay [expr $clk_period * $clk_io_pct] -clock clk0 $non_clock_inputs
set_output_delay [expr $clk_period * $clk_io_pct] -clock clk0 [all_outputs]
==> flow/config.mk <==
export PLATFORM = sky130hd
export DESIGN_NAME = sram
export DESIGN_NICKNAME = sram
export VERILOG_FILES = /design/flow/design.v
export SDC_FILE = /design/flow/constraint.sdc
export NUM_CORES = 4
export LEC_CHECK = 1
export CORE_UTILIZATION = 30
==> metrics.csv <==
metric;value;unit
status;complete, no violations;
crit_arrival;6580;ps
grt_use_met2;23.5;%
dieHeight;514;um
slew_headroom;32.6;%
post_dp_cell_area;83400;um2
warning_count;30;
top_cell;edfxtp_1;
largest_area_cell;edfxtp_1;
common_cells;edfxtp_1 (2,056), mux4_2 (512), a22oi_1 (256);
power_density;178;nW/um2
busiest_layer;met2;
cp-start-kind;input port;
clkSinkCount;2056;
grt.met1_usage;17.6;%
worst_pin_slew;1010;ps
netlist_area;78500;um2
drive_above_1_share;24.9;%
antenna_left;0;
fmax;0.165;GHz
place_inst;6985;
end_kind;register;
r2r_end;o_data[3]$_DFFE_PN_;
grt_pass1_wl;273000;um
grt_max_degree;134;
wl_per_cell;25.2;um
holdWs;1040;ps
holdBufCountCts;0;
grt_overflow;0;
rr_worst_depth;5;
clk_pin_slew;70;ps
fillerInstances;23600;
met3_usage;10.1;%
p_leak;26.8;nW
drt_iter0_markers;2502;
hold_depth;5;
gpl.final_weighted_congestion;0.847;
ys_ff;2056;
ctsRootBufferMaster;clkbuf_16;
cts_setup_buffers;0;
synth_seq_share;78.6;%
vias;36600;
crit_fanout;59;
fp-utilization;30.2;%
totalWireLength;185000;um
crit_slowest_cell;o41ai_1;
crit_chain;buf_8 -> buf_4 -> buf_12 -> buf_12 -> mux4_2 -> a22oi_1 -> a21oi_1 -> o41ai_1 -> nand4_1;
ys_types;20;
ctsResizeCount;0;
area_growth;14.6;%
rrSetupSlack;8290;ps
ir_drop;0.153;mV
fin_area;90000;um2
crit_top_cell;buf_12;
slew_viol_final;0;
async_flop_share;0;%
firstDrtPassIters;5;
rows;187;
clk_path_buf_depth;3;
yosys_cells;3545;
cts_tree;done;
chipArea;264000;um2
rr_startpoint;memory_array[47][3]$_DFFE_PP_;
cts_made_buffers;206;
die_w;514;um
worst_setup_path_startpoint;i_addr[0];
drc;0;
ys_warn_count;1;
grt_pass1_vias;40900;
cap_violations;0;
avgSynthCellArea;22.2;um2
clk_latency;840;ps
grt_use_total;15.2;%
ys_chip_area;78500;um2
cp_slowest_stage_delay;800;ps
p_total;0.0160;W
syn_inst;3545;
hold_violations;0;
rsz0062_at_grt;no;
dp_hpwl;109000;um
ioPinCount;27;
hp-start;memory_array[241][0]$_DFFE_PP_;
h-tree-depth;4;
hold_class;register to register;
edf_count;2056;
cpLargestDelayFamily;buffers and inverters;
vias_per_cell;4.96;
core-area;260000;um2
min_to;o_data[0]$_DFFE_PN_;
synthFlopType;edfxtp_1;
setup-violations-final;0;
stdcell_count;7365;
fin_crit;6060;ps
fin_tns_setup;0;ps
cp.buffers_inverters;4;
top_area_share;78.6;%
area_leaders;edfxtp_1 (79%), mux4_2 (15%), a22oi_1 (2.4%);
crit_type;input port to register;
antenna_found_initial;8;
fin_crit_sh;54.6;%
required;11620;ps
fin_skew;54.1;ps
portBuffers;25;
logic make-up after synthesis:
group,synth area share [%]
mux,14.7
buf+inv,1.35
compound gates,3.62
simple gates,1.73
flops,78.6
how the worst max path moves through the flow:
| stage | endpoint | slack (ps) | depth (start not counted) |
|---|---|---|---|
| finish | o_data[2]$_DFFE_PN_ | 5040 | 9 |
| global route | o_data[2]$_DFFE_PN_ | 4660 | 9 |
| CTS | o_data[2]$_DFFE_PN_ | 4880 | 9 |
tightest hold or removal path: stages (launching register included):
cell,delay [ps]
edfxtp_1,320
mux4_2,240
a22oi_1,90
a21oi_1,130
o41ai_1,100
nand4_1,80
per-stage QoR:
| stage | utilization [%] | setup slack (ps) |
|---|---|---|
| floorplan | - | 6710 |
| global placement | 32.1 | 3970 |
| detailed placement | 32.1 | 4020 |
| CTS | 34.6 | 4880 |
| global route | 34.6 | 4660 |
| finish | 34.6 | 5040 |
per-layer routing:
metal	vias up	part of all wire (%)
met5	-	0.11
met4	4	3.0
met3	278	14
met2	1974	48
met1	18900	34
li1	15400	-
flip-flops by register name (all words and copies together) (netlist names):
signal	cells
memory_array	2048
o_data	8
final cells by class:
class                           instances  area (um2)  area share [%]
Timing Repair Buffer                  174        1560            1.73
Antenna cell                            1        2.50         0.00278
Sequential cell                      2056       61700            68.6
Clock inverter                        126        1200            1.33
Multi-Input combinational cell       1258       15800            17.5
Tap cell                             3496        4370            4.86
Inverter                                1        3.75         0.00417
Clock buffer                          253        5400            5.99
placed cells by master, fill, tap and decap left out, drive strengths merged, types with 7 or more instances in the layout:
cell type	instances
clkinv	95
clkbuf	253
nor3	27
nand3	17
nand4	9
a21oi	128
edfxtp	2056
o41ai	32
nor2	234
nand2	25
bufinv	20
buf	159
nor2b	8
mux4	512
a22oi	256
inv	7
clkdlybuf4s50	15
power by group:
| part | internal, W | switching [W] | leakage, nW |
|---|---|---|---|
| registers | 0.00856 | 0.0000121 | 18.5 |
| logic | 0.000244 | 0.000451 | 5.06 |
| clock network | 0.00391 | 0.00286 | 3.22 |
Power is estimated from default activity; no workload was simulated.
